File: flow/config.mk
export PLATFORM = sky130hd
export DESIGN_NAME = top
export DESIGN_NICKNAME = top
export VERILOG_FILES = /design/flow/design.v
export SDC_FILE = /design/flow/constraint.sdc
export NUM_CORES = 4
export LEC_CHECK = 1
export CORE_UTILIZATION = 30
File: flow/constraint.sdc
current_design top

set clk_period 4.3
set clk_io_pct 0.2

create_clock -name clk0 -period $clk_period [get_ports {CLK}]

set non_clock_inputs [all_inputs -no_clocks]
set_input_delay [expr $clk_period * $clk_io_pct] -clock clk0 $non_clock_inputs
set_output_delay [expr $clk_period * $clk_io_pct] -clock clk0 [all_outputs]
File: flow/design.v
`timescale 10ns/1ns  
module spi_w25q_read_32b (
    input wire clk,  
    input wire start,  
    input wire [23:0] mem_addr,  
    output wire [31:0] mem_data,  
    output wire busy,  
    output wire spi_sck,   
    output wire spi_cs_n,  
    output wire spi_copi,  
    input  wire spi_cipo   
);
    localparam IC_CMD = 8'h03;  
    localparam SPI_COPI_IDLE = 1'b0;  
    reg [31:0] shiftr;
    reg [6:0] clk_cnt;
    assign mem_data = {shiftr[7:0], shiftr[15:8], shiftr[23:16], shiftr[31:24]};
    assign busy = !spi_cs_n;
    assign spi_cs_n = clk_cnt[6] && !start;  
    assign spi_sck = !(clk || clk_cnt[6] || start);  
    assign spi_copi = (clk_cnt[6] || clk_cnt[5]) ? SPI_COPI_IDLE : shiftr[31];
    initial begin
        clk_cnt[6] = 1'b1;
    end
    always @(posedge clk) begin
        if (start) begin
            shiftr <= {IC_CMD[7:0], mem_addr[23:0]};
            clk_cnt <= 7'd0;
        end else if (!clk_cnt[6]) begin
            shiftr <= {shiftr[30:0], spi_cipo};
            clk_cnt <= clk_cnt + 7'd1;
        end
    end
endmodule
module top(input wire CLK, output wire LED,
    output wire SPI_CLK,   
    output wire SPI_CS_N,  
    output wire SPI_COPI,  
    input wire SPI_CIPO,  
    output wire DSPI_CLK,   
    output wire DSPI_CS_N,  
    output wire DSPI_COPI,  
    output wire DSPI_CIPO  
);
    localparam TEST_ADDR = 24'h010000; localparam TEST_DATA = 32'h464c457f;
    reg start;  
    reg [23:0] mem_addr;
    wire busy;
    reg [31:0] mem_data;
    reg indc;
    reg didexec;
    reg [25:0] timer_counter;
    assign LED = indc;
    assign DSPI_CLK = SPI_CLK;
    assign DSPI_CS_N = SPI_CS_N;
    assign DSPI_COPI = SPI_COPI;
    assign DSPI_CIPO = SPI_CIPO;
    spi_w25q_read_32b spi_flash_ctrl(.clk(CLK), .start(start),
        .mem_addr(mem_addr), .mem_data(mem_data), .busy(busy),
        .spi_sck(SPI_CLK), .spi_cs_n(SPI_CS_N), .spi_copi(SPI_COPI), .spi_cipo(SPI_CIPO));
    initial begin
        mem_addr = TEST_ADDR;
        start = 1'b0;
        indc = 1'b0;
        timer_counter = 0;
        didexec = 0;
    end
    always @(posedge CLK) begin
        if (!timer_counter[24]) begin
            if (!start && !busy && !didexec) begin
                start <= 1'b1;
                didexec <= 1;
            end else if (start && busy) begin
                start <= 1'b0;
            end
        end else begin
            didexec <= 0;
        end
        indc <= (!busy && (mem_data == TEST_DATA)) ? 1'b1 : 1'b0;
        timer_counter <= timer_counter + 1;
    end
endmodule
File: flow/run.sh
#!/bin/bash
# OpenROAD 26Q1-2900-gdf79404cd8, Yosys 0.63+post, stock flow scripts
make -C /OpenROAD-flow-scripts/flow DESIGN_CONFIG=/design/flow/config.mk WORK_HOME=/design/flow/orfs finish
==> commit_impl_results.txt <==
Log flow metrics for this revision

- The run finished with clean final reports.
* YS chip area: 0.002620 mm²
- Drt drc: 0
* Number of I/O pins: 10
- Count of warnings emitted by yosys: 2
- In this run the static leakage power is about 1.2 nW.
* Number of distinct library cells after synthesis: 34
- Antenna Cells: 0
- Count of endpoints failing setup in the final report: 0
* Synthesis-to-layout area growth: 20.63%
* Transition time of the tightest slew-check pin: roughly 0.75 ns
* Antenna violations before repair: 0
* Peak ir drop on the vdd network: 0.0001942 V
- Total placed cells including tap cells: around 350
- The critical path is of the clk2out type.
- Register area share after synthesis: between 50% and 60%
* Final weighted congestion in routability-driven placement: 0.7071
- Netlist Area Pre-Place: roughly 0.0026 mm²
- Most common cell type on the critical path: sky130_fd_sc_hd__clkbuf_8
- Total Die Area: 0.009111 mm²
* Tally of max-capacitance violations: 0
* Global routing met2 resource utilization: approximately 16%
* Met3 usage in global routing: 4.542%
- TritonCTS built the clock tree.
- Hold is met by between 0.4 and 0.5 ns.
- In the global route stage, overall resource usage came out at 10.44%.
* Via count of the routed design: 1722
- Top area cell types: sky130_fd_sc_hd__dfxtp_1, sky130_fd_sc_hd__mux2i_1, sky130_fd_sc_hd__nor2_1
- Vias in the first global route: 1692
* Most common library cell in the layout ignoring fill and taps: sky130_fd_sc_hd__dfxtp_1
* Clock insertion delay at the later pin of the skew report: between 0.4 and 0.5 ns
- PwrDens: about 500 mW/mm²
- Per the Yosys statistics, synthesis produced 251 cells.
* Logic depth of the worst path, buffers included: 7
* Critical path launch point type: clock port
- Area of the core: ~0.0083 mm²
- Global routing put the most usage on met2.
- Cell at the slowest stage of the critical path: sky130_fd_sc_hd__clkdlybuf4s50_1
* Number of register bits inferred by synthesis: about 67
- Checking max transition, the worst relative margin is between 50 and 60%.
- Kind of cell adding the most delay to the critical path: buffers and inverters
- Final Max-Slew Violation Tally: 0
- Setup TNS: 0 ns
* IO Port Bufs: 9
* Die span in x: 95.45 µm
- For this run the detailed placement stage logged an HPWL of between 2000 and 2500 µm.
* Worst-path cell chain: clkbuf_8, clkbuf_8, clkbuf_8, nor3_4, clkbuf_8, clkbuf_8, clkdlybuf4s50_1
* Floorplan-stage core utilization: a little under a third
- The required time at the worst endpoint is listed as around 3.4 ns.
- Hold analysis shows the worst path with a depth of 1.
* Ratio of cells with drive above 1 in the final layout: 12.13%
* Initial DRC count: 59
- Setup repair after global routing left no endpoint under its margin.
- Tool Warnings: 27
* Worst min path class: reg2reg
* Routed Wire Length: 4173 µm
- Dividing the detail-routed wire length by the instance count gives 11.07 µm.
- The report puts the cell count of the worst reg-to-reg path at 4.
- Critical path's largest stage delay: between 0.4 and 0.5 ns
* Met1 Use GR: 13.64%
* Final Hold Violating Endpoints: 0
- Pin count of the biggest net entering global routing: ~43
- The vertical die dimension reported for this design is between 90 and 100 µm.
- After synthesis, the largest area contributor takes up 50.43% of total cell area.
- Data arrival, critical path: 3.36 ns
* Bufs and invs on worst path: 6
- Each instance of the synthesized netlist takes up on average 10.44 µm².
- Per the post-synthesis report, the number of cells in the design is 251.
- Clock slew at the register clock pins of the worst setup and hold paths: 0.07 ns
- After layout, the setup clock skew is reported as 0.01658 ns.
- Std-Cell Rows: 33
- Max FO, Critical Path: 2
* Number of buffers inserted for hold repair after clock tree synthesis: 0
- The largest total area in the synthesized netlist belongs to sky130_fd_sc_hd__dfxtp_1.
* Per-cell via count in the routed design: approximately 4.6
- Per the post-route antenna check, the number of violating nets is 0.
- Global routing finished with a remaining overflow of 0.
* Most frequent logic cells in the routed design: sky130_fd_sc_hd__dfxtp_1, sky130_fd_sc_hd__nor2_1, sky130_fd_sc_hd__mux2i_1
* First-pass GRT wire length: roughly 7200 µm
* Crit. End Element: output port
- Detailed-routing iteration count for the pre-antenna-repair pass: 4
- # fillers: slightly above 800
* Filler-free cell count of the finished design: 377
-- per-stage QoR --
stage / total power, mW / utilization (%) / setup slack [ns] / instance area (µm²)
finish: 1.597 / 37.89 / 0.08068 / 3161
global route: 1.669 / 37.89 / 0.01559 / 3161
CTS: 1.628 / 37.89 / 0.05418 / 3161
detailed placement: 0.7211 / 33.29 / 0.6466 / 2776
global placement: 0.7204 / 33.29 / 0.6466 / 2776
floorplan: 0.6929 / - / 1.063 / 2620
-- synth_stat cells --
master and number:
sky130_fd_sc_hd__nor3b_1 2, sky130_fd_sc_hd__and3_2 1, sky130_fd_sc_hd__ha_1 2, sky130_fd_sc_hd__nor2b_1 5, sky130_fd_sc_hd__nor3_1 9, sky130_fd_sc_hd__a21oi_1 1
sky130_fd_sc_hd__nor4b_1 2, sky130_fd_sc_hd__dfxtp_1 66, sky130_fd_sc_hd__o21ai_0 1, sky130_fd_sc_hd__nand2_1 7, sky130_fd_sc_hd__or4b_1 1, sky130_fd_sc_hd__nand3_4 1
sky130_fd_sc_hd__nand3_1 10, sky130_fd_sc_hd__and4_4 1, sky130_fd_sc_hd__nor2_1 43, sky130_fd_sc_hd__nor4_4 1, sky130_fd_sc_hd__and4_1 3, sky130_fd_sc_hd__buf_4 7
sky130_fd_sc_hd__nor4bb_1 2, sky130_fd_sc_hd__nor4_1 1, sky130_fd_sc_hd__xor2_1 15, sky130_fd_sc_hd__mux2i_1 30, sky130_fd_sc_hd__nand4_4 1, sky130_fd_sc_hd__a211o_1 3
sky130_fd_sc_hd__buf_2 2, sky130_fd_sc_hd__inv_1 4, sky130_fd_sc_hd__or3_1 1, sky130_fd_sc_hd__nand4b_1 4, sky130_fd_sc_hd__clkbuf_1 5, sky130_fd_sc_hd__xnor2_1 12
sky130_fd_sc_hd__and3_1 3, sky130_fd_sc_hd__edfxtp_1 1, sky130_fd_sc_hd__nand4_1 3, sky130_fd_sc_hd__and2b_1 1
-- registers in the layout, indices dropped and copies added, names as in the netlist --
name and count:
spi_flash_ctrl.shiftr 32, timer_counter 25, spi_flash_ctrl.clk_cnt 7, didexec 1, indc 1, start 1
-- path summary, 6_finish.rpt --
kind	startpoint	endpoint	slack, ns
worst max-delay path	CLK	DSPI_CLK	0.08
worst min-delay path	timer_counter[0]$_DFF_P_	timer_counter[0]$_DFF_P_	0.41
worst max register to register	start$_SDFFCE_PP1P_	start$_SDFFCE_PP1P_	2.54
worst min register to register	timer_counter[0]$_DFF_P_	timer_counter[0]$_DFF_P_	0.41
-- what timing repair did --
action                                  4_1_cts  5_1_grt
endpoints found under the setup margin        2        0
buffers inserted                              1        0
resized                                       3        0
hold endpoints to repair                      0        0
-- final cells by class --
class / instances / area, µm² / share of cell area (%)
clock buffer: 19 / 246.5 / 7.799
clock inverter: 7 / 146.4 / 4.632
inverter: 4 / 15.01 / 0.4751
multi-input combinational: 166 / 1184 / 37.45
sequential: 67 / 1353 / 42.80
tap: 105 / 131.4 / 4.157
timing repair buffer: 9 / 85.08 / 2.692
-- report_power, final --
group	total (mW)	switching (mW)	internal [mW]
Clock	0.926	0.293	0.633
Combinational	0.0217	0.00781	0.0138
Sequential	0.649	0.0112	0.638
-- cell families after synthesis --
logic type | after synthesis | synth area share, %
AND-OR/OR-AND | 5 | 1.385
XOR/XNOR | 27 | 9.026
adder cells (fa/ha/maj) | 2 | 0.9550
buffers and inverters | 18 | 3.677
flip-flops | 67 | 51.58
multiplexers | 30 | 11.46
AND/OR/NAND/NOR | 102 | 21.92
-- per-layer routing --
layer	vias up	routed length [µm]
li1	886	-
met1	799	2061
met2	30	1808
met3	7	224
met4	0	80
met5	-	0
Power figures rest on the tool's default switching activity, not on a simulated workload.
